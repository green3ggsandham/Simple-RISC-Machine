===== /design/flow/design.v =====
module alu(Ain, Bin, ALUop, alu_to_C, alu_to_status);
input [15:0] Ain, Bin;
input [1:0] ALUop;
output [15:0] alu_to_C;
output [2:0] alu_to_status;
reg [15:0] alu_to_C;
wire [2:0] alu_to_status;
wire [15:0] alu_to_D, alu_to_E;
wire  ovf, ovf1;
AddSub #(16) inst11(Ain, Bin, 0, alu_to_D, ovf1);
AddSub #(16) inst12(Ain, Bin, 1, alu_to_E, ovf);
always@(*) begin
if (ALUop == 2'b00)begin
  alu_to_C = alu_to_D;
  end
else if (ALUop == 2'b01)begin
  alu_to_C = alu_to_E;
  end
else if (ALUop == 2'b10)begin
  alu_to_C = Ain & Bin; 
end
else begin
  alu_to_C = ~Bin;
end
end
assign alu_to_status[2] = ovf|ovf1;
assign alu_to_status[1] = alu_to_C[15];
assign alu_to_status[0] = ~|alu_to_C;
endmodule 
module AddSub(a,b,sub,s,ovf) ;
  parameter n = 8 ;
  input [n-1:0] a, b ;
  input sub ;            
  output [n-1:0] s ;
  output ovf ;           
  wire c1, c2 ;          
  wire ovf = c1 ^ c2 ;   
  Adder1 #(n-1) ai(a[n-2:0],b[n-2:0]^{n-1{sub}},sub,c1,s[n-2:0]) ;
  Adder1 #(1)   as(a[n-1],b[n-1]^sub,c1,c2,s[n-1]) ;
endmodule
module Adder1(a,b,cin,cout,s) ;
  parameter n = 8 ;
  input [n-1:0] a, b ;
  input cin ;
  output [n-1:0] s ;
  output cout ;
  wire [n-1:0] s;
  wire cout ;
  assign {cout, s} = a + b + cin ;
endmodule 
module testalu;
reg [15:0] Ain, Bin;
reg [1:0] ALUop;
wire [15:0] alu_to_C;
wire alu_to_status;
alu dut(Ain, Bin, ALUop, alu_to_C, alu_to_status);
initial begin
#5;
Ain = 16'd5;  
Bin = 16'd1;
ALUop = 2'b00;
#10;
Ain = 16'd6;  
Bin = 16'd4;
ALUop = 2'b01;
#10;
Ain = 16'd6;  
Bin = 16'd4;
ALUop = 2'b10;
#10;
Bin = 16'd10;  
end
endmodule 

===== /design/flow/run.sh =====
#!/bin/bash
# OpenROAD 26Q1-2900-gdf79404cd8, Yosys 0.63+post, stock flow scripts
make -C /OpenROAD-flow-scripts/flow DESIGN_CONFIG=/design/flow/config.mk WORK_HOME=/design/flow/orfs finish

===== /design/flow/config.mk =====
export PLATFORM = sky130hd
export DESIGN_NAME = alu
export DESIGN_NICKNAME = alu
export VERILOG_FILES = /design/flow/design.v
export SDC_FILE = /design/flow/constraint.sdc
export NUM_CORES = 4
export LEC_CHECK = 1
export CORE_UTILIZATION = 30

===== /design/flow/constraint.sdc =====
current_design alu

set clk_period 14.8
set clk_io_pct 0.2

create_clock -name clk0 -period $clk_period

set non_clock_inputs [all_inputs -no_clocks]
set_input_delay [expr $clk_period * $clk_io_pct] -clock clk0 $non_clock_inputs
set_output_delay [expr $clk_period * $clk_io_pct] -clock clk0 [all_outputs]

==> Changelog: implementation <==
### Implementation results

* Mapped Avg Cell Area at 7.06 um^2
* # hold bufs at CTS at 0
* CP max stage delay at 0.57 ns
* Vias in the first global route at 2191
* Largest net degree at the start of global routing at 39
* Setup violations, final at 0
* Maximum vdd drop at 0.0000181 V
* Worst Setup SP: Bin[6]
* Drt total wl at 6590 um
* Port Buffers at 53
* Status: complete, no violations
* Worst hold start: Ain[0]
* Yosys Instances at 305
* Min cycle time layout at 10.87 ns
* Core Region at 6870 um^2
* Worst path required time at 11.84 ns
* Initial antenna violation count at 0
* CP bufs+invs at 3
* Initial DRC Count at 128
* Die height at around 87 um
* Max-cap violations at 0
* Antenna Violating Nets Remaining at 0
* Setup CP Type: primary input to output port
* Total Neg Setup Slack at 0 ns
* HP Class: primary input to output port
* GRT Total Usage at 18.1%
* Share of cells above drive strength 1 at 4.36%
* Delay-heaviest family, CP: AND-OR/OR-AND gates
* Die X at 86.7 um
* Top cell excl fill/tap: clkdlybuf4s50_1
* Critical path arrival at 7.91 ns
* PwrDens at 39.2 nW/um^2
* Fp util at 31.3%
* Synthesized area at 2150 um^2
* Slew Limit Fails at 0
* CP dominant cell by count: clkdlybuf4s50_1
* Crit path max fanout at 14
* Rows at 30
* Fin cells at 440
* Flops at 0
* Postcts setup bufs at 0
* Design Area, Final at between 2000 and 3000 um^2
* Max stage delay cell, worst path: or4_1
* CTS-repair resized insts at 0
* DR vias at 2382
* LEAKAGE at 0.00116 uW
* Total Power at between 100 and 150 uW
* Log Warnings at 47
* Area Growth Syn to Fin at 27.3%
* Gate count of the mapped netlist at 305
* CP startpoint kind: primary input
* Synth Seq Share at 0%
* Routability Congestion at slightly above 0.9
* DP Area at 2740 um^2
* # IOs at 53
* DRT Pass-1 Iters at 5
* Synth cell types at 66
* # clk buffers at 0
* Die Size at 7520 um^2
* Rel. slew slack at between 60 and 70%
* Least-Margin Pin Slew at 0.530 ns
* Placed Instances at 440
* Crit path cell chain: clkdlybuf4s50_1, inv_1, ha_1, or4_1, a21oi_1, o31ai_1, o21ba_2, o21bai_1, fa_1, a211oi_1, a31oi_1, a2111o_1, nor4_1, or4b_1, nor4_2, clkdlybuf4s50_1
* Unrepaired setup endpoints after global routing: no
* Fillers at 714
* Fmax at 0.0920 GHz
* Most numerous logic cells after layout: 53 x clkdlybuf4s50_1, 34 x inv_1, 30 x ha_1, 27 x a21oi_1, 23 x nand2_1
* Congestion Overflow GR at 0
* YS chip area at approximately 2200 um^2
* Drt drc at 0
* Global-route wire length before repair at 10900 um
* Post-detail-place hpwl at 5240 um
* Crit share post-route at 73.4%
* Vias/cell at roughly 5.4
* Synthesis Warnings at 3
* Antenna Cells at 0
* Final hold violation count at 0
* WL/cell at approximately 15 um
* Nature of the critical path endpoint: output port
* Flop area at 0 um^2
cell families after synthesis:
logic type | share of synthesized area, %
compound gates | 41.2
simple gates | 21.9
buf+inv | 9.88
fa+ha+maj | 21.2
mux | 3.84
xor+xnor | 2.03
synthesized netlist by cell type, types with 6 or more instances:
cell | count | area, um^2
a21o_1 | 7 | 52.6
a31oi_1 | 7 | 43.8
a21oi_1 | 27 | 135
mux2i_1 | 6 | 60.1
nor3_1 | 8 | 40.0
nand2_1 | 23 | 86.3
nor2_1 | 14 | 52.6
inv_1 | 34 | 128
o21ai_0 | 13 | 65.1
o211ai_1 | 7 | 52.6
buf_2 | 8 | 40.0
a211oi_1 | 6 | 45.0
ha_1 | 30 | 375
nand2b_1 | 8 | 50.1
worst paths after layout:
path               end  depth (start not counted)
min        alu_to_C[0]                          5
max   alu_to_status[0]                         16
report_power, final:
group	switching, uW	internal [uW]
clock	0	0
sequential	0	0
combinational	54.4	53.2
total	54.4	53.2
layer usage:
metal  wire [um]  GRT usage [%]  vias to the layer above
met2        2970           30.4                       64
met5           0              0                        -
met3         233          0.483                        4
met1        3310           27.0                     1088
li1            -              -                     1226
met4          73           1.97                        0
final cells by class:
| type | count | area (um^2) | share of cell area [%] |
|---|---|---|---|
| Multi-Input combinational cell | 254 | 1940 | 70.8 |
| Timing Repair Buffer | 56 | 553 | 20.2 |
| Inverter | 34 | 128 | 4.66 |
| Tap cell | 96 | 120 | 4.38 |
per-stage QoR:
step	hold slack [ns]	utilization [%]	setup slack [ns]
6_report	7.03	39.9	3.93
5_1_grt	7.10	39.9	3.63
4_1_cts	7.04	39.9	3.94
3_5_place_dp	7.04	39.9	3.95
3_3_place_gp	7.03	39.9	4.14
2_1_floorplan	6.05	-	5.46
Power and IR drop assume default switching activity.
