==> design.v <==
module register(writenum, write, data_in, clk, readnum, data_out);
input [2:0] writenum;
input [2:0] readnum;
input write;
input [15:0] data_in;
input clk;
output [15:0] data_out;
wire [7:0] Decout2;
wire [7:0] Decout1;
wire [7:0] andwire;
wire [15:0] R0, R1, R2, R3, R4, R5, R6, R7;
Dec #(3,8) inst_1(readnum, Decout1);
Dec #(3,8) inst_2(writenum, Decout2);
assign andwire[0] = Decout2[0] & write;
assign andwire[1] = Decout2[1] & write;
assign andwire[2] = Decout2[2] & write;
assign andwire[3] = Decout2[3] & write;
assign andwire[4] = Decout2[4] & write;
assign andwire[5] = Decout2[5] & write;
assign andwire[6] = Decout2[6] & write;
assign andwire[7] = Decout2[7] & write;
vDFFE R00(clk, andwire[0], data_in, R0);
vDFFE R01(clk, andwire[1], data_in, R1);
vDFFE R02(clk, andwire[2], data_in, R2);
vDFFE R03(clk, andwire[3], data_in, R3);
vDFFE R04(clk, andwire[4], data_in, R4);
vDFFE R05(clk, andwire[5], data_in, R5);
vDFFE R06(clk, andwire[6], data_in, R6);
vDFFE R07(clk, andwire[7], data_in, R7);
muxb8 hello(R7,R6,R5,R4,R3,R2,R1,R0,Decout1,data_out); 
endmodule
module Dec(a, b);
parameter n;
parameter m;
input [n-1:0] a;
output [m-1:0] b;
wire [m-1:0] b = 1 << a;
endmodule
module vDFFE(clk, en, in, out);
parameter n = 16;
input clk, en;
input [n-1:0] in;
output [n-1:0] out;
reg [n-1:0] out;
wire [n-1:0] next_out;
assign next_out = en ? in : out;
always @(posedge clk)
  out = next_out;
endmodule
module muxb8( a7,a6,a5,a4,a3,a2,a1,a0,select ,out);   
parameter n = 16;
parameter m = 8;
input [m-1:0] select;
input [n-1:0] a7,a6,a5,a4,a3,a2,a1,a0;
output [n-1:0] out;
reg [n-1:0] out;
always@(*)begin
case(select)
8'b00000001: out =a0;
8'b00000010: out =a1;
8'b00000100: out=a2;
8'b00001000: out=a3;
8'b00010000: out=a4;
8'b00100000: out=a5;
8'b01000000: out=a6;
8'b10000000: out=a7;
default: out ={n{1'bx}};
endcase
end
endmodule
module test_reg;
reg [2:0] writenum, readnum;
reg write, clk;
reg [15:0] data_in;
wire [15:0] data_out;
register dut(writenum, write, data_in, clk, readnum, data_out);
initial begin
clk = 1'b0;  
#5;
clk = 1'b1;
writenum = 3'b100;
write = 1'b1;
data_in =16'd42;
#10;
clk = 0;
readnum = 3'b100;
#10;
end
endmodule
==> run.sh <==
#!/bin/bash
# OpenROAD 26Q1-2900-gdf79404cd8, Yosys 0.63+post, stock flow scripts
make -C /OpenROAD-flow-scripts/flow DESIGN_CONFIG=/design/flow/config.mk WORK_HOME=/design/flow/orfs finish
==> config.mk <==
export PLATFORM = sky130hd
export DESIGN_NAME = muxb8
export DESIGN_NICKNAME = muxb8
export VERILOG_FILES = /design/flow/design.v
export SDC_FILE = /design/flow/constraint.sdc
export NUM_CORES = 4
export LEC_CHECK = 1
export CORE_AREA = 10 10 88 88
export DIE_AREA = 0 0 98 98
==> constraint.sdc <==
current_design muxb8

set clk_period 7.3
set clk_io_pct 0.2

create_clock -name clk0 -period $clk_period

set non_clock_inputs [all_inputs -no_clocks]
set_input_delay [expr $clk_period * $clk_io_pct] -clock clk0 $non_clock_inputs
set_output_delay [expr $clk_period * $clk_io_pct] -clock clk0 [all_outputs]
==> highlights.md <==
* **share of the synthesized area in the top cell type** 12.7%
* **height of the die** 98 um
* **sequential share of the synthesized area** 0%
* **placeable core area** 5920 um^2
* **number of OpenROAD warnings** 32
* **Hold/Removal Path Class** primary input to primary output
* **hold path cells** 4
* **hold_buf cts** 0
* **biggest area contributors in the synthesized netlist** sky130_fd_sc_hd__a221oi_1, sky130_fd_sc_hd__a22o_1, sky130_fd_sc_hd__a222oi_1, sky130_fd_sc_hd__a31oi_1, sky130_fd_sc_hd__nor2_1
* **relative contribution of the clock network to total power** 0%
* **global-route wire length before repair** 10300 um
* **count of clock-net buffers in the final layout** 0
* **Post-Route WL** 6830 um
* **number of different library cells in the post-synthesis netlist** 24
* **Worst IR Drop VDD** 0.0176 mV
* **Initial DRC Count** 55
* **crit start category** primary input
* **number of flip-flops and latches** 0
* **worst rel slew slack** 47.9%
* **DP Cell Count** 340
* **via count** 1700
* **layout overhead on the synthesized area** 155%
* **GRT Overall Usage** 13.1%
* **Logic cell area** 841 um^2
* **buffers added on ports** 152
* **cell internal power dissipation** 79.8 uW
* **initial antenna violation count** 0
* **number of gates given a new drive strength after cts** 0
* **destination of the critical timing path** out[14]
* **Worst Max-Slew Pin Slew** 781 ps
* **max-slew violation count** 0
* **cell area after technology mapping** 963 um^2
* **WS Path Type** primary input to primary output
* **drt drc** 0
* **remaining global-route overflow** 0
* **power density cells** 41.7 nW/um^2
* **floorplan utilization** 16.3%
* **FF+latch area** 0 um^2
* **per-cell routed wire length** 20.1 um
* **switching component of the power** 22.6 uW
* **Leakage** 0.822 nW
* **number of global-route vias before repair** 1810
* **Die Width** 98 um
* **library cell occupying the most area in the post-synthesis netlist** sky130_fd_sc_hd__a221oi_1
* **die outline area** 9600 um^2
* **Switching Fraction** 22.1%
* **Post-DP HPWL** 5710 um
* **mean cell area of the mapped netlist** 7.53 um^2
* **worst endpoint required time** 5840 ps
* **Post-CTS Repair Setup Buffers** 0
* **most repeated cell in the gate-level netlist after synthesis** sky130_fd_sc_hd__nor2_1
* **maximum fanout along the worst path** 32
* **number of standard cells in the layout, taps in and fillers out** 340
* **total cell area at the placement stage** 2460 um^2
* **Post-Syn Instances** 128
* **top cells by count** sky130_fd_sc_hd__nor2_1, sky130_fd_sc_hd__a31oi_1, sky130_fd_sc_hd__a221oi_1, sky130_fd_sc_hd__a22o_1, sky130_fd_sc_hd__a222oi_1
* **yosys warning tally** 1
* **post-detailed-route count of antenna-violating nets** 0
* **number of failing setup endpoints in the final timing report** 0
* **Final Cycle Share** 79.1%
* **min cycle time layout** 5770 ps
* **CP startpoint** select[5]
* **Power Total** 102 uW
* **number of fill cells in the layout** 603
* **top-level port count** 152
* **share of total power in sequential cells** 0%
* **yosys stat cell total** 128
* **final design utilization** 41.5%
* **iteration count of the initial detailed-routing pass** 4
* **Combinational Power Share** 100.0%
* **count of maximum capacitance violations** 0
* **unrepaired setup endpoints after global routing** no
* **Final TNS setup** 0 ps
* **area of the synthesized netlist per yosys stat** 963 um^2
* **finished layout cell area** 2460 um^2
* **post-detailed-route via-to-cell ratio** 5.00
* **kind of end point of the critical path** primary output
* **GPL Wtd Cong** 0.787
* **Core Rows** 28
* **antenna cells** 0
* **share of cells above drive strength 1** 2.64%
* **status** completed
* **maximum achievable frequency** 0.173 GHz
* **largest net degree at the start of global routing** 33
* **Final Hold Violation Tally** 0
* **data arrival time of the worst path** 4310 ps
==> worst min-delay path by stage <==
stage | from | to | slack, ps
final | a0[11] | out[11] | 3850
after CTS | a0[11] | out[11] | 3870
after global routing | a0[7] | out[7] | 3890
==> metrics by stage <==
stage | worst slack [ps] | hold slack (ps)
detailed placement | 1510 | 3860
global placement | 1570 | 3860
global route | 1330 | 3890
CTS | 1490 | 3870
floorplan | 3320 | 3020
finish | 1530 | 3850
==> power by group through the flow <==
stage                 sequential (mW)  clock, mW  combinational, mW
after CTS                           0          0              0.103
after global routing                0          0              0.109
final                               0          0              0.102
==> worst max-delay path, stage by stage <==
cell	delay (ps)
sky130_fd_sc_hd__clkdlybuf4s50_1	500
sky130_fd_sc_hd__nor4_4	360
sky130_fd_sc_hd__and4b_1	740
sky130_fd_sc_hd__nand4b_4	510
sky130_fd_sc_hd__nor2_1	80
sky130_fd_sc_hd__a31oi_1	180
sky130_fd_sc_hd__clkdlybuf4s50_1	500
==> metal layers <==
layer	wire, um	vias to the layer above	GRT usage (%)
met4	23	0	0.447
met5	0	-	0
met3	719	2	5.48
li1	-	836	-
met2	3340	88	23.4
met1	2750	774	14.9
==> layout by cell type (no fill, tap or decap) <==
master                            instances
sky130_fd_sc_hd__a21oi_1                  5
sky130_fd_sc_hd__a221oi_1                14
sky130_fd_sc_hd__a221oi_2                 2
sky130_fd_sc_hd__a222oi_1                11
sky130_fd_sc_hd__a22o_1                  14
sky130_fd_sc_hd__a22o_2                   2
sky130_fd_sc_hd__a22oi_1                  5
sky130_fd_sc_hd__a31oi_1                 16
sky130_fd_sc_hd__and3_1                   4
sky130_fd_sc_hd__and4b_1                  3
sky130_fd_sc_hd__clkdlybuf4s50_1        152
sky130_fd_sc_hd__nand2_1                  1
sky130_fd_sc_hd__nand3_1                  1
sky130_fd_sc_hd__nand4b_4                 1
sky130_fd_sc_hd__nor2_1                  25
sky130_fd_sc_hd__nor2b_1                  4
sky130_fd_sc_hd__nor4_4                   2
sky130_fd_sc_hd__o211ai_1                 2
sky130_fd_sc_hd__xor2_1                   1
==> area by class of cell <==
| class | instances | share of cell area, % |
|---|---|---|
| repair buffers | 152 | 61.9 |
| well taps | 75 | 3.82 |
| multi-input cells | 113 | 34.2 |
==> kinds of logic (layout without fill, tap and decap cells) <==
group / count (synthesis) / in the layout / share of synthesized area [%]
AOI/OAI and AO/OA: 71 / 71 / 60.5
xor gates and xnor gates: 1 / 1 / 0.909
buffers and inverters: 15 / 152 / 12.7
and+or+nand+nor: 41 / 41 / 25.8
No activity file was given, so power comes from the tool's default toggle rates.
