==> design/flow/config.mk <==
export PLATFORM = sky130hd
export DESIGN_NAME = shift
export DESIGN_NICKNAME = shift
export VERILOG_FILES = /design/flow/design.v
export SDC_FILE = /design/flow/constraint.sdc
export NUM_CORES = 4
export LEC_CHECK = 1
export CORE_AREA = 10 10 70 70
export DIE_AREA = 0 0 80 80
==> design/flow/constraint.sdc <==
current_design shift

set clk_period 1.6
set clk_io_pct 0.2

create_clock -name clk0 -period $clk_period

set non_clock_inputs [all_inputs -no_clocks]
set_input_delay [expr $clk_period * $clk_io_pct] -clock clk0 $non_clock_inputs
set_output_delay [expr $clk_period * $clk_io_pct] -clock clk0 [all_outputs]
==> design/flow/design.v <==
module shift(loadbin,shiftout,shift);
output reg [15:0] shiftout;
input [15:0] loadbin;
input [1:0] shift;
always@(*) begin
if (shift == 2'b00)begin
  shiftout= loadbin;
end
else if (shift == 2'b01)begin
  shiftout = loadbin << 1;
end
else if (shift == 2'b10)begin
   shiftout = loadbin >> 1;
end
else begin
   shiftout = loadbin >> 1;
   if (loadbin>=16'b1000000000000000 && shiftout < 16'b1000000000000000)begin
       shiftout = shiftout + 16'b1000000000000000;
	end
   else if (loadbin>=16'b1000000000000000 && shiftout >= 16'b1000000000000000)begin
        shiftout = shiftout;
    end
   else begin
        shiftout = shiftout;
	end
end
end
endmodule 
module test_shift;
reg [15:0] loadbin;
reg [1:0] shift;
wire [15:0] shiftout;
shift dut(loadbin,shiftout,shift);
initial begin
loadbin = 16'b1111000011001111; 
shift = 2'b00;  
#5;
shift = 2'b01;  
#5;
shift = 2'b10;  
#5;
shift = 2'b11;  
#5;
loadbin = 16'b0011000011001111;
shift = 2'b00;
#5;
shift = 2'b01;
#5;
shift = 2'b10;
#5;
shift = 2'b11;  
#5;
loadbin = 16'b1111000011001111;
shift = 2'b00;
#5;
shift = 2'b01;
#5;
shift = 2'b10;
#5;
shift = 2'b11;  
#5;
loadbin = 16'b0111000011001111;
shift = 2'b00;
#5;
shift = 2'b01;
#5;
shift = 2'b10;
#5;
shift = 2'b11;
#5;
end
endmodule
==> design/flow/run.sh <==
#!/bin/bash
# OpenROAD 26Q1-2900-gdf79404cd8, Yosys 0.63+post, stock flow scripts
make -C /OpenROAD-flow-scripts/flow DESIGN_CONFIG=/design/flow/config.mk WORK_HOME=/design/flow/orfs finish
==> run summary <==
run metrics: initial antenna violation count=0, number of library cell types mapped by synthesis=11, RSZ-0062 raised after global routing=no, final std cells w/o fill=137, crit path to=shiftout[9], 1st-pass router iterations=4, YS warnings=1, DP Cell Count=130, MUX area fraction=0.441, CP max stage delay=0.24 ns, WP data required=1.28 ns, # hold bufs at CTS=0, vias in the first global route=535, critical path class=input port to output port, first-pass GRT wire length=2.77 mm, combinational share of power=1.000, number of clock buffers in the layout=0, die area=0.00640 mm², CP startpoint kind=input port, Final Hold Vio Count=0, DRC=0, Net Sw Frac=0.388, maximum operating frequency=661 MHz, largest net degree at the start of global routing=17, Reg area=0 µm², CP endpoint kind=output port, Iteration-0 DRC Markers=24, Clk pwr share=0, Flops=0, Finished Cell Area=785 µm², Pins Over Slew Limit=0, FILL cells=395, Seq pwr share=0, internal power=0.115 mW, Post-Syn Area per Cell=6.54 µm², Port Buffer Count=34, Cell Rows=21, diode count=0, Critical Path Stages=6, area of the core=0.00342 mm², WP data arrival=1.19 ns, final core area utilization=0.230, hold path startpoint=loadbin[0], Placer Congestion=0.712, XOR Share, Synth=0, status=finished clean, cell count listed in synth_stat.txt=52, Vias/cell=3.72, Total Power=0.188 mW, Switch Pwr=0.0730 mW, yosys stat chip area=340 µm², critical path's top delay family=buffers and inverters, GRT Util Overall=0.0522, Adders+Majority by Area=0, Via Count=509, Relative slew margins=0.885, complex-gate fraction of the synthesized area=0.246, grt ovf=0, Slew @ Worst Pin=0.168 ns, Syn Inst Count=52, Post-synth seq share=0, final setup fails=0, area grow syn2layout=131%, Fin Setup TNS=0 ns, Power Density=240 mW/mm², max_cap viols=0, Peak VDD IR=0.0467 mV, Synth logic family=multiplexers, CP Buf/Inv Count=4, Leak=0.407 nW, crit path max-delay cell type=dlygate4sd2_1, routed len/inst=12.6 µm, Final period util=0.945, crit-path max FO=6, tool warnings=32, Ports=34, layout cell share with drive strength beyond 1=0.187, CP Launch Point=shift[0], post-route ant nets=0, cell area after synthesis=340 µm², type of the most critical hold path=input port to output port, Post-Route WL=1.72 mm, FP Core Util=0.0996, Tmin final=1.51 ns, Final HPWL DP=1.25 mm, placed instance area=728 µm², Comb gate area=309 µm², Simple Share, Synth=0.180, die height=80 µm, Die W=80 µm, worst-path cell chain=buf_2 -> buf_6 -> buf_4 -> mux2i_1 -> o21ai_1 -> dlygate4sd2_1
worst min-delay path, delay by kind of cell:
kind / cells / cell delay, ns
compound gates: 1 / 0.11
buf+inv: 2 / 0.31
power groups by stage:
stage,registers [mW],clock network (mW),logic (mW)
final,0,0,0.188
after global routing,0,0,0.212
after CTS,0,0,0.193
layout by cell type (no fill, tap or decap), drive strengths merged:
| master | n |
|---|---|
| dlygate4sd2 | 30 |
| mux2i | 15 |
| o21ai | 15 |
| nand2 | 14 |
| buf | 11 |
| nor2 | 1 |
| a22o | 1 |
| nand3 | 1 |
| clkbuf | 1 |
| dlymetal6s2s | 1 |
| clkdlybuf4s15 | 1 |
layer usage:
metal	vias up	wire length (µm)	part of all wire	GRT usage
li1	267	-	-	-
met1	227	822	0.48	0.0725
met3	0	103	0.060	0.0136
met2	15	796	0.46	0.0835
met5	-	0	0	0
met4	0	0	0	0
cell type report:
class,count,share of cell area
well taps,46,0.0734
multi-input cells,47,0.394
repair buffers,44,0.533
timing repair:
item                                    4_1_cts  5_1_grt
endpoints found under the setup margin       16        1
pin swaps                                     5        0
gates cloned                                  2        0
gates resized                                55        3
setup buffers                                 5        0
Yosys cell counts:
cell type  count  area, µm²
mux2i_1       15        150
nand2_1       14       52.6
o21ai_1        8       40.0
o21ai_0        7       35.0
buf_2          2       10.0
a22o_1         1       8.76
buf_12         1       20.0
buf_6          1       11.3
clkbuf_1       1       3.75
nand3_1        1       5.00
nor2_1         1       3.75
through the flow:
step / hold slack, ns / setup slack (ns)
4_1_cts: 1.20 / 0.000229
5_1_grt: 1.12 / 0.0157
3_3_place_gp: 1.62 / -0.477
6_report: 1.06 / 0.0879
3_5_place_dp: 1.62 / -0.497
2_1_floorplan: 0.696 / 0.486
cell families (layout without fill, tap and decap cells):
logic type / after synthesis / after routing
AOI/OAI and AO/OA: 16 / 16
muxes: 15 / 15
and+or+nand+nor: 16 / 16
buffers and inverters: 5 / 44
worst min-delay path by stage:
| stage | end | slack [ns] | cells past startpoint |
|---|---|---|---|
| 6_report | shiftout[0] | 1.06 | 3 |
| 5_1_grt | shiftout[0] | 1.12 | 3 |
| 4_1_cts | shiftout[6] | 1.20 | 4 |
Power is estimated from default activity; no workload was simulated.
